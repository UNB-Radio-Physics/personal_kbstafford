**flow/design.v**
```verilog
module fir_filter #(parameter N = 101) (
    input wire clk,
    input wire reset,
    input wire signed [15:0] x_in,
    output reg signed [15:0] y_out
);
    reg signed [15:0] delay_line [0:N-1];   
    integer i;
    always @(posedge clk or posedge reset) begin
        if (reset) begin
            for (i = 0; i < N; i = i + 1) begin
                delay_line[i] <= 16'd0;
            end
            y_out <= 16'd0;
        end else begin
            for (i = N-1; i > 0; i = i - 1) begin
                delay_line[i] <= delay_line[i-1];
            end
            delay_line[0] <= x_in;
            y_out <= 16'd0;
            for (i = 0; i < N; i = i + 1) begin
                if (i % 2 == 0) begin
                    y_out <= y_out + delay_line[i];   
                end else begin
                    y_out <= y_out - delay_line[i];   
                end
            end
        end
    end
endmodule
module lms_adaptive_filter #(parameter N = 101, parameter MU = 16'h0001) (
    input wire clk,
    input wire reset,
    input wire signed [15:0] x_in,
    input wire signed [15:0] d_in,
    output reg signed [15:0] y_out
);
    reg signed [15:0] delay_line [0:N-1];   
    reg signed [15:0] error;
    reg signed [15:0] coeffs [0:N-1];   
    integer i;
    initial begin
        for (i = 0; i < N; i = i + 1) begin
            if (i % 2 == 0)
                coeffs[i] = 16'd1;
            else
                coeffs[i] = -16'sd1;
        end
    end
    always @(posedge clk or posedge reset) begin
        if (reset) begin
            for (i = 0; i < N; i = i + 1) begin
                delay_line[i] <= 16'd0;
            end
            y_out <= 16'd0;
            error <= 16'd0;
        end else begin
            for (i = N-1; i > 0; i = i - 1) begin
                delay_line[i] <= delay_line[i-1];
            end
            delay_line[0] <= x_in;
            y_out <= 16'd0;
            for (i = 0; i < N; i = i + 1) begin
                y_out <= y_out + (coeffs[i] * delay_line[i]);
            end
            error <= d_in - y_out;
            for (i = 0; i < N; i = i + 1) begin
                if (error * delay_line[i] > 0) begin
                    coeffs[i] <= 16'd1;
                end else begin
                     coeffs[i] = -16'sd1;
                end
            end
        end
    end
endmodule
module top_module (
    input wire clk,
    input wire reset,
    input wire signed [15:0] x_in,
    input wire signed [15:0] d_in,
    output wire signed [15:0] y_out
);
    wire signed [15:0] fir_out;
    fir_filter fir (
        .clk(clk),
        .reset(reset),
        .x_in(x_in),
        .y_out(fir_out)
    );
    lms_adaptive_filter lms (
        .clk(clk),
        .reset(reset),
        .x_in(x_in),
        .d_in(d_in),
        .y_out(y_out)
    );
endmodule
```
**flow/run.sh**
```bash
#!/bin/bash
# OpenROAD 26Q1-2900-gdf79404cd8, Yosys 0.63+post, stock flow scripts
make -C /OpenROAD-flow-scripts/flow DESIGN_CONFIG=/design/flow/config.mk WORK_HOME=/design/flow/orfs finish
```
**flow/config.mk**
```make
export PLATFORM = sky130hd
export DESIGN_NAME = top_module
export DESIGN_NICKNAME = top_module
export VERILOG_FILES = /design/flow/design.v
export SDC_FILE = /design/flow/constraint.sdc
export NUM_CORES = 4
export LEC_CHECK = 1
export CORE_UTILIZATION = 40
```
**flow/constraint.sdc**
```tcl
current_design top_module

set clk_period 12.1
set clk_io_pct 0.2

create_clock -name clk0 -period $clk_period [get_ports {clk}]

set non_clock_inputs [all_inputs -no_clocks]
set_input_delay [expr $clk_period * $clk_io_pct] -clock clk0 $non_clock_inputs
set_output_delay [expr $clk_period * $clk_io_pct] -clock clk0 [all_outputs]
```
==> summary.txt <==
The full implementation flow was run.

The run finished with clean final reports. The area fraction of the largest cell type after synthesis is 74.6%. Before any placement, the netlist area is recorded as 55,300 um^2. The post-cts sizing count stands at 0.

The number of antenna violations at the first check in global routing came to 1. The longest incremental delay of any stage on the critical path is reported as 0.92 ns. Leaving out fill and tap cells, the most frequent cell in the layout is sky130_fd_sc_hd__dfrtp_1. The number of clock buffers added by TritonCTS is 158. The count of nets left with antenna violations once routing finished came out at 0. The proportion of power drawn by flip-flops and latches stands at 52.4%. The overall global routing resource usage stands at 13.4%. The placement summary gives the final routability congestion estimate as 0.914. The largest total area in the synthesized netlist belongs to sky130_fd_sc_hd__dfrtp_1. The count of input and output buffers stands at 49. The sink count of the clock tree stands at 1,649. The leakage component of the power stands at 32.1 nW. The final total power stands at 10.9 mW. The post-synth tally of flip-flops with integrated enable stands at 1.

Summed over all layers, the global routing overflow is 0. Timing would allow up to 137 MHz. Setup slack closes at 4.82 ns. Yosys attributes the largest share of cell area to sky130_fd_sc_hd__dfrtp_1 75%, sky130_fd_sc_hd__fa_1 12%, sky130_fd_sc_hd__ha_1 3.7%.

On met1, the global router reports a usage of 22.5%. In this run, the clock network consumes 46.2% of the power. Per the hold report, the tightest min-delay path originates at lms.delay_line[91][2]$_DFF_PP0_.

Per STA, the worst path is made up of nand2_1 > inv_1 > fa_1 > fa_1 > fa_1 > fa_1 > fa_1 > inv_1 > fa_1 > inv_1 > ha_1 > nor2b_1 > a221oi_1 > o311ai_0 > or3_1 > nor4_1 > nand4_1 > a2111oi_2 > nand3_1 > a211oi_2 > or3_1. The estimated wirelength of the detail-placed design stands at 50.0 mm. Entering global routing, the biggest net connects 159 pins. The post-synth register bit count is 1,649.

After clock tree synthesis, the setup repair step added 0 buffers. The final max-slew violation count recorded for this run is 0. For this run, asynchronously set or reset flops after synthesis account for 99.9%.

After detailed routing, the average wire length per cell comes to 15.3 um. After clock tree synthesis, the flow added hold-fix buffers numbering 0. For this run, the detailed router's first-pass iteration total came to 4. For the worst setup path, the data required time is 12.69 ns.

The critical path starts at lms.delay_line[100][2]$_DFF_PP0_. The I/O pin count stands at 50. The sequential-to-total area share from yosys stat stands at 74.7%. After detailed routing, the number of remaining DRC violations is 0. The total area inside the core boundary comes to 137,000 um^2.

Global route summary, busiest routing layer listed as met1. Summing all non-filler instances in the final layout gives an area of 63,700 um^2. Post-synth the commonest register cell is sky130_fd_sc_hd__dfrtp_1. Looking at the reg2reg group, the worst path starts from lms.delay_line[100][2]$_DFF_PP0_. The average via count per standard cell stands at 4.31. The die is 374 um wide. The clock-pin slew reported for the worst setup and hold paths after clock tree synthesis stands at 0.06 ns.

The number of synthesis warnings stands at 5. The final critical path takes up 60.2% of the cycle. Ranking logic cells in the layout by count gives the top entries 1,648 x sky130_fd_sc_hd__dfrtp_1, 398 x sky130_fd_sc_hd__inv_1, 328 x sky130_fd_sc_hd__fa_1. The area added between synthesis and finish stands at 15.3%.

The met2 track utilization from global routing stands at 17.1%. Per the log, the first TritonRoute iteration ended with a DRC count of 1,280. OpenROAD emitted warnings numbering 39. The first global-routing pass estimated 141 mm of wire.

The met3 layer usage reported by global route stands at 5.68%. STA reports the tightest min-delay check as being of type reg2reg. Measured on the finished design, the core utilization comes to 46.4%. The power report shows net switching accounting for 20.1% of the total. Per the final layout report, the fraction of cells sized above drive strength 1 comes to 8.61%. STA classifies the critical path endpoint as a flop.

Per the Yosys statistics, synthesis produced 3,215 cells. STA classifies the critical path startpoint as a flop. The cell area reported after detailed placement stands at 58,100 um^2. The critical path is of the reg2reg type.

Dividing total power by cell area gives a power density of 171 nW/um^2. The pin closest to its max-slew limit shows a slew of 0.834 ns. The via count of the first global-routing pass was 26,000.

After routing, the total negative slack on setup checks comes to 0 ns. Once the floorplan was initialized, standard cells occupied 40.3% of the core. The clock period minus worst slack stands at 7.28 ns. The total wire length after detailed routing stands at 81.5 mm. The report shows a maximum critical-path fanout of 18.

The overall chip area stands at 140,000 um^2. The worst path arrival time stands at 7.87 ns. The die is 374 um tall. The worst-case setup slack after placement stands at 4.73 ns. Per the power-grid run, VDD falls by no more than 0.136 mV. Combinational logic is responsible for 1.3% of the overall power. The most numerous cell type found on the critical path is sky130_fd_sc_hd__fa_1. Among all stages on the critical path, the largest delay is contributed by sky130_fd_sc_hd__fa_1.

The clock latency on the worst-skew pair stands at 0.74 ns. The synthesized area divided by synthesized cell count stands at 17.2 um^2. TritonCTS built the clock tree. Setup repair after global routing left no endpoint under its margin. The power report puts the net switching power at 2.19 mW. The level count of the clock H-tree stands at 4. Hold-check failures listed in the final report amount to 0. The number of core rows stands at 136.

Counting along the longest clock path gives a buffer depth of 3. On the final layout, the worst clock skew is 0.0384 ns. The run reported a max-capacitance violation count of 0. In this run the tightest slew margin relative to its limit is 44.4%. Yosys reports a chip area of 55,300 um^2.

Per the detail_route report, the via count comes to 22,900. For this run, the final setup violation count is recorded as 0. Looking at the clock tree report, the root buffer type is sky130_fd_sc_hd__clkbuf_16. The post-synthesis instance total stands at 3,215.

The internal power of the cells totals 8.72 mW. The count of unique library cells instantiated by Yosys stands at 73.
==> cells by family (layout without fill, tap and decap cells) <==
family          count (synthesis)  in the layout  synth area share (%)
xor+xnor                       60             60                 0.951
fa+ha+maj                     490            490                  15.5
simple gates                  422            422                  3.82
other cells                     0              1                     0
buf+inv                       447            763                  3.04
compound gates                141            141                  1.86
flops                        1649           1649                  74.7
mux                             6              6                 0.109
==> worst paths after layout <==
kind                                                          to  depth (start not counted)  slack (ns)
min in group asynchronous       lms.delay_line[73][13]$_DFF_PP0_                          2        2.02
worst min-delay path             lms.delay_line[92][2]$_DFF_PP0_                          0        0.32
max in group asynchronous       lms.delay_line[17][14]$_DFF_PP0_                          6        6.91
worst max-delay path               lms.coeffs[100][14]$_DFFE_PN_                         21        4.82
worst min register to register   lms.delay_line[92][2]$_DFF_PP0_                          0        0.32
worst max register to register     lms.coeffs[100][14]$_DFFE_PN_                         21        4.82
==> power groups by stage <==
stage | sequential, mW | combinational, mW | clock, mW
CTS | 5.72 | 0.156 | 5.25
global route | 5.74 | 0.175 | 5.47
finish | 5.72 | 0.145 | 5.04
==> metrics by stage <==
step                      cells  hold slack [ns]
final                      5326            0.323
after global routing       5325            0.324
after CTS                  5325            0.325
after detailed placement   5042            0.335
after global placement     5042            0.331
after floorplan            3215            0.331
==> worst max-delay path, delay by kind of cell (launching register included) <==
| kind | cells | cell delay (ns) |
|---|---|---|
| AOI/OAI and AO/OA | 4 | 0.96 |
| adders and majority gates | 7 | 3.94 |
| buffers and inverters | 3 | 0.21 |
| DFF | 1 | 0.74 |
| and+or+nand+nor | 7 | 1.29 |
==> sequential cells by signal, indices dropped and copies added, names as in the netlist <==
signal	flops
lms.coeffs	1
lms.error	16
lms.y_out	16
lms.delay_line	1616
==> layout make-up <==
type | count | area [um^2]
inverter | 399 | 1500
tap | 1794 | 2240
multi-input combinational | 1119 | 12300
antenna | 1 | 2.50
timing repair buffer | 81 | 781
sequential | 1649 | 41300
fill | 11400 | 73600
clock inverter | 50 | 930
clock buffer | 233 | 4670
==> cells in the mapped netlist, types with 3 or more instances <==
cell type                  instances
sky130_fd_sc_hd__nand2b_1          8
sky130_fd_sc_hd__and2_1          140
sky130_fd_sc_hd__or3_1             7
sky130_fd_sc_hd__ha_1            162
sky130_fd_sc_hd__nand2_1         155
sky130_fd_sc_hd__or2_2             5
sky130_fd_sc_hd__nor3_1            8
sky130_fd_sc_hd__inv_1           399
sky130_fd_sc_hd__buf_2             4
sky130_fd_sc_hd__xnor2_1          51
sky130_fd_sc_hd__a31oi_1           3
sky130_fd_sc_hd__a21o_1           11
sky130_fd_sc_hd__xor2_1            9
sky130_fd_sc_hd__o21ai_0          19
sky130_fd_sc_hd__clkbuf_1         43
sky130_fd_sc_hd__fa_1            328
sky130_fd_sc_hd__nor4_1            5
sky130_fd_sc_hd__nor2_1           50
sky130_fd_sc_hd__nand3_1          15
sky130_fd_sc_hd__nand3b_1          3
sky130_fd_sc_hd__nand4_1           8
sky130_fd_sc_hd__a211oi_1          8
sky130_fd_sc_hd__nor2b_1           8
sky130_fd_sc_hd__dfrtp_1        1648
sky130_fd_sc_hd__o211ai_1          6
sky130_fd_sc_hd__o21a_1            7
sky130_fd_sc_hd__a21oi_1          33
sky130_fd_sc_hd__o22ai_1           3
sky130_fd_sc_hd__o21ai_1           4
sky130_fd_sc_hd__mux2i_1           6
==> per-layer routing <==
layer | part of all wire [%] | vias to the layer above
li1 | - | 10300
met4 | 3.0 | 0
met2 | 41 | 492
met3 | 9.2 | 151
met1 | 47 | 12000
met5 | 0 | -
Power and IR drop assume default switching activity.

--- /design/flow/run.sh ---
#!/bin/bash
# OpenROAD 26Q1-2900-gdf79404cd8, Yosys 0.63+post, stock flow scripts
make -C /OpenROAD-flow-scripts/flow DESIGN_CONFIG=/design/flow/config.mk WORK_HOME=/design/flow/orfs finish
--- /design/flow/config.mk ---
export PLATFORM = sky130hd
export DESIGN_NAME = LMS_Filter
export DESIGN_NICKNAME = LMS_Filter
export VERILOG_FILES = /design/flow/design.v
export SDC_FILE = /design/flow/constraint.sdc
export NUM_CORES = 4
export LEC_CHECK = 1
export CORE_UTILIZATION = 40
--- /design/flow/constraint.sdc ---
current_design LMS_Filter

set clk_period 11.6
set clk_io_pct 0.2

create_clock -name clk0 -period $clk_period [get_ports {clk}]

set non_clock_inputs [all_inputs -no_clocks]
set_input_delay [expr $clk_period * $clk_io_pct] -clock clk0 $non_clock_inputs
set_output_delay [expr $clk_period * $clk_io_pct] -clock clk0 [all_outputs]
--- /design/flow/design.v ---
module LMS_Filter(
    input clk,
    input reset,
    input signed [15:0] input_signal,
    input signed [15:0] desired_signal,
    input signed [15:0] mu,  
    output signed [15:0] output_signal,
    output signed [15:0] error_signal
);
    parameter N = 101;  
    reg signed [15:0] weights[N-1:0];  
    reg signed [15:0] x[N-1:0];  
    reg signed [31:0] y;  
    reg signed [31:0] e;  
    integer i;
    always @(posedge clk or posedge reset) begin
        if (reset) begin
            for (i = 0; i < N; i = i + 1) begin
                x[i] <= 0;
            end
        end else begin
            x[0] <= input_signal;
            for (i = 1; i < N; i = i + 1) begin
                x[i] <= x[i-1];
            end
        end
    end
    always @(posedge clk or posedge reset) begin
        if (reset) begin
            y <= 0;
        end else begin
            y <= 0;
            for (i = 0; i < N; i = i + 1) begin
                y <= y + x[i] * weights[i];
            end
        end
    end
    always @(posedge clk or posedge reset) begin
        if (reset) begin
            e <= 0;
        end else begin
            e <= desired_signal - y[31:16];  
        end
    end
    always @(posedge clk or posedge reset) begin
        if (reset) begin
            for (i = 0; i < N; i = i + 1) begin
                weights[i] <= 0;
            end
        end else begin
            for (i = 0; i < N; i = i + 1) begin
                weights[i] <= weights[i] + (mu * e[31:16] * x[i] >>> 15);
            end
        end
    end
    assign output_signal = y[31:16];  
    assign error_signal = e[31:16];  
endmodule
==> impl_metrics.csv <==
group,metric,value,unit
synth,avgSynthCellArea,16.9,µm²
worst_setup_path,worst_r2r_path_depth,31,
min_path,hold_depth,0,
power_and_ir_drop,total_leakage_power,32.4,nW
floorplan,initCoreUtil,0.403,
min_path,hold_path.class,"reg -> reg",
drt,antenna_cells,0,
drt,route.detailed.drc,0,
clock_tree,post_cts_resized,0,
power_and_ir_drop,p_total,11.1,mW
place,place_congestion,0.846,
power_and_ir_drop,p_comb_frac,0.015,
outcome,status,"complete, no violations",
worst_setup_path,end_kind,"register",
clock_tree,h-tree-depth,4,
drt,ant_nets,0,
timing,hold_slack,306,ps
synth,async_flop_share,1.00,
worst_setup_path,crit_path_frequent_cell,"fa_1",
synth,top_area_frac,0.729,
floorplan,chipArea,0.144,mm²
global_route,grt_pass1_vias,26300,
synth,yosys_area,0.0572,mm²
place,io_buffers,81,
drt,drt-initial-drc-count,1126,
global_route,overflow,0,
synth,synth-main-ff-cell,"dfrtp_1",
power_and_ir_drop,switchingPower,2.27,mW
global_route,antenna_found_initial,2,
floorplan,die_w,380,µm
synth,enable_flop_cells,0,
synth,ys_top_cells_by_area,"dfrtp_1, fa_1, ha_1",
power_and_ir_drop,p_sw_frac,0.205,
timing,rsz0062_at_grt,"no",
synth,top_area_cell,"dfrtp_1",
worst_setup_path,worst_ep_arrival_time,10540,ps
synth,synth.cell_area,0.0572,mm²
clock_tree,cts_tree,"yes",
timing,drv_slew,0,
synth,synth_flops,1665,
worst_setup_path,cp_data_required_time,12240,ps
floorplan,die-height,380,µm
timing,setup_viol,0,
floorplan,rows,138,
global_route,grt_max_degree,153,
synth,synth_cell_types,56,
drt,routed_via_density,4.26,
clock_tree,clock-sinks,1665,
worst_setup_path,rr_endpoint,"weights[100][15]$_DFF_PP0_",
flow_run,maxCapViolations,0,
drt,drtPass1Iterations,5,
place,dp_hpwl,49700,µm
global_route,grtUsageTotal,0.130,
clock_tree,clockRootBuffer,"clkbuf_16",
synth,common_cells,"dfrtp_1, inv_1, fa_1, nand2_1, ha_1",
timing,fin_skew,55.9,ps
timing,finalHoldViolCount,0,
worst_setup_path,worstReg2RegStart,"e[16]$_DFF_PP0_",
place,pre_cts_ws,937,ps
layout,fin_util,0.461,
worst_setup_path,ff2ff_setup_slack,3030,ps
synth,synth_top_cell_by_count,"dfrtp_1",
synth,yosys.stat.seqShare,0.729,
floorplan,io_pins,82,
clock_tree,post_cts_buffers,0,
worst_setup_path,startpoint_type,"primary input",
min_path,min_to,"x[98][2]$_DFF_PP0_",
worst_setup_path,crit_fanout,8,
clock_tree,clk_path_buf_depth,3,
power_and_ir_drop,clkPwrFrac,0.445,
flow_run,warnings,42,
drt,dr_total_vias,23800,
timing,tightest_slew,847,ps
global_route,grt_pass1_wl,141000,µm
timing,max_freq,101,MHz
power_and_ir_drop,cell_internal_pwr,8.82,mW
clock_tree,cts.clk_slew.worst_paths,60,ps
drt,wl,81400,µm
layout,nFillCells,11800,
worst_setup_path,critPathKind,"in -> reg",
layout,drive_gt1_frac,0.0821,
timing,timing.final.crit_share,0.854,
synth,yosysWarnings,3,
power_and_ir_drop,p_seq_frac,0.540,
timing,setup_ws,1700,ps
clock_tree,numCtsBuffers,156,
layout,area_growth,14.4,%
synth,syn_inst,3391,
drt,wl_per_cell,14.6,µm
clock_tree,postCtsHoldBufs,0,
timing,fin_crit,9900,ps
timing,slew_headroom,0.434,
synth,ys_cells,3391,
power_and_ir_drop,peakVddDrop,0.000141,V
clock_tree,clk_latency,760,ps
power_and_ir_drop,cellPowerDensity,169,mW/mm²
floorplan,core-area,0.142,mm²
worst_setup_path,cpMaxStageDelayCell,"fa_1",
worst_setup_path,slowest_delay,550,ps
min_path,min-delay-start,"x[97][2]$_DFF_PP0_",
timing,setup_tns,0,ps
## cells in the final DEF, fill, tap and decap left out, drive strengths merged, types with 2 or more instances in the layout
cell           count
and4               3
nor3b              4
a211oi             4
xnor3              3
nor3               8
a221oi             2
nor4               5
clkbuf           215
ha               162
and2             129
nand4              6
nand2            234
a21oi             26
a221o              2
bufinv             8
inv              405
o21a               9
nor2              23
nand2b            20
clkinvlp           7
o211ai             3
dfrtp           1665
a21o              21
o21ai             14
a2111oi            2
clkinv            42
nor2b              7
o21bai             3
a31oi              2
nand3             13
and3              36
xnor2             74
buf               49
xor2              19
clkdlybuf4s50     81
fa               371
## worst max-delay path: cells and delay by family
| kind | cells | cell delay (ps) |
|---|---|---|
| buffers and inverters | 4 | 680 |
| adders and majority gates | 9 | 3390 |
| AOI/OAI and AO/OA | 4 | 1000 |
| xor gates and xnor gates | 4 | 1200 |
| and+or+nand+nor | 11 | 1960 |
## final cells by class
class                   count  area (µm²)  share of cell area
clock inverters            65         802              0.0123
multi-input cells        1218       13500               0.206
well taps                1890        2360              0.0361
flip-flops and latches   1665       41700               0.637
inverters                 397        1490              0.0228
repair buffers            130        1270              0.0194
clock buffers             215        4340              0.0663
## state kept, by name, summed over array words and instances, names as in the netlist
name	flops
x	1616
y	32
weights	16
e	1
## how the worst max path moves through the flow
| stage | start | to | slack, ps | cells past startpoint |
|---|---|---|---|---|
| 6_report | mu[1] | weights[100][15]$_DFF_PP0_ | 1700 | 32 |
| 5_1_grt | mu[1] | weights[100][15]$_DFF_PP0_ | 960 | 32 |
| 4_1_cts | mu[1] | weights[100][15]$_DFF_PP0_ | 1710 | 32 |
## through the flow
stage / std cells / cell area (µm²)
after floorplan: 3391 / 57200
after global placement: 5300 / 60300
after detailed placement: 5300 / 60300
after CTS: 5580 / 65400
after global routing: 5580 / 65400
final: 5580 / 65400
## power by group through the flow
stage	clock network (mW)	logic [mW]	registers [mW]
6_report	4.93	0.166	5.99
4_1_cts	5.14	0.177	5.99
5_1_grt	5.36	0.197	6.00
## routing by layer
| layer | vias up | global-route usage | wire length [µm] |
|---|---|---|---|
| met5 | - | 0 | 0 |
| met4 | 0 | 0.0290 | 1980 |
| met3 | 135 | 0.0421 | 5730 |
| met2 | 478 | 0.174 | 35300 |
| met1 | 12600 | 0.221 | 38300 |
| li1 | 10600 | - | - |
## cells by family (layout without fill, tap and decap cells)
| kind of cell | Yosys count | in the layout | share of synthesized area |
|---|---|---|---|
| buffers and inverters | 508 | 807 | 0.0354 |
| AND/OR/NAND/NOR | 492 | 492 | 0.0433 |
| AND-OR/OR-AND | 97 | 97 | 0.0114 |
| adder cells (fa/ha/maj) | 533 | 533 | 0.165 |
| XOR/XNOR | 96 | 96 | 0.0159 |
| flip-flops | 1665 | 1665 | 0.729 |
No activity file was given, so power comes from the tool's default toggle rates.
